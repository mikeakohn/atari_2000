`/design/flow/design.v`:
```
module sd_card
(
  input [23:0] address,
  output reg [7:0] data_out,
  output reg busy,
  output reg spi_cs,
  output reg spi_clk,
  output reg spi_do,
  output reg [7:0] load_count,
  input  spi_di,
  input  enable,
  input  clk,
  input  reset
);
parameter STATE_INIT         = 0;
parameter STATE_SEND_RESET   = 1;
parameter STATE_SEND_INIT    = 2;
parameter STATE_CLOCK_0      = 3;
parameter STATE_CLOCK_0A     = 4;
parameter STATE_CLOCK_1      = 5;
parameter STATE_CLOCK_1A     = 6;
parameter STATE_IDLE         = 7;
parameter STATE_SD_COMMAND   = 8;
parameter STATE_START_SECTOR = 9;
parameter STATE_READ_SECTOR  = 10;
parameter STATE_FINISH       = 11;
reg [7:0] memory [511:0];
reg [3:0] state = STATE_INIT;
reg [3:0] next_state;
reg [3:0] cmd_return_state;
reg [3:0] cmd_count;
reg [8:0] mem_count;
reg [7:0] command [7:0];
reg [3:0] init_count;
reg [7:0] rx_buffer;
reg [7:0] tx_buffer;
reg [2:0] bit_count;
reg [5:0] bit_delay;
reg [5:0] bit_delay_max;
reg [15:0] current_page;
wire [14:0] page;
assign page = address[23:9];
always @(posedge clk) begin
  if (reset == 1) begin
    busy       <= 0;
    spi_cs     <= 1;
    init_count <= 10;
    load_count <= 0;
    current_page <= 16'h8000;
    bit_delay_max <= 60;
    state <= STATE_INIT;
  end else if (enable == 1) begin
    if (current_page == { 1'b0, page }) begin
      busy <= 0;
      data_out <= memory[address[8:0]];
    end else begin
      case (state)
        STATE_INIT:
          begin
            init_count <= init_count - 1;
            next_state <= STATE_INIT;
            busy <= 1;
            if (init_count == 0) begin
              cmd_count  <= 0;
              state      <= STATE_SEND_RESET;
            end else begin
              tx_buffer  <= 8'hff;
              bit_count  <= 0;
              state      <= STATE_CLOCK_0;
            end
          end
        STATE_SEND_RESET:
          begin
            command[0] <= 8'h40;
            command[1] <= 8'h00;
            command[2] <= 8'h00;
            command[3] <= 8'h00;
            command[4] <= 8'h00;
            command[5] <= 8'h95;
            command[6] <= 8'hff;
            command[7] <= 8'hff;
            cmd_return_state <= STATE_SEND_RESET;
            if (cmd_count[3] == 1) begin
              if (rx_buffer == 8'h01)
                state <= STATE_SEND_INIT;
              cmd_count <= 0;
              spi_cs    <= 1;
            end else begin
              spi_cs <= 0;
              state  <= STATE_SD_COMMAND;
            end
          end
        STATE_SEND_INIT:
          begin
            command[0] <= 8'h41;
            command[1] <= 8'h00;
            command[2] <= 8'h00;
            command[3] <= 8'h00;
            command[4] <= 8'h00;
            command[5] <= 8'h00;
            cmd_return_state <= STATE_SEND_INIT;
            if (cmd_count[3] == 1) begin
              if (rx_buffer[0] == 1'b0) begin
                state <= STATE_IDLE;
              end
              cmd_count <= 0;
              spi_cs    <= 1;
              spi_do    <= 0;
            end else begin
              spi_cs <= 0;
              state  <= STATE_SD_COMMAND;
            end
          end
        STATE_CLOCK_0:
          begin
            spi_clk <= 0;
            tx_buffer <= tx_buffer << 1;
            spi_do <= tx_buffer[7];
            bit_count <= bit_count + 1;
            bit_delay <= 0;
            state <= STATE_CLOCK_0A;
          end
        STATE_CLOCK_0A:
          begin
            bit_delay <= bit_delay + 1;
            if (bit_delay == bit_delay_max)
              state <= STATE_CLOCK_1;
          end
        STATE_CLOCK_1:
          begin
            spi_clk <= 1;
            rx_buffer <= { rx_buffer[6:0], spi_di };
            bit_delay <= 0;
            state <= STATE_CLOCK_1A;
          end
        STATE_CLOCK_1A:
          begin
            bit_delay <= bit_delay + 1;
            if (bit_delay == bit_delay_max) begin
              if (bit_count == 0) begin
                state <= next_state;
                spi_clk <= 0;
              end else begin
                state <= STATE_CLOCK_0;
              end
            end
          end
        STATE_IDLE:
          begin
            if (enable) begin
              busy      <= 1;
              spi_cs    <= 0;
              bit_delay_max <= 0;
              command[0] <= 8'h51;
              command[1] <= 8'h00;
              command[2] <= address[23:16];
              command[3] <= { address[15:9], 1'b0 };
              command[4] <= 8'h00;
              command[5] <= 8'h00;
              load_count <= load_count + 1;
              cmd_count        <= 0;
              cmd_return_state <= STATE_START_SECTOR;
              next_state       <= STATE_SD_COMMAND;
              state <= STATE_SD_COMMAND;
            end
          end
        STATE_SD_COMMAND:
          begin
            next_state <= STATE_SD_COMMAND;
            if (cmd_count[3] == 1) begin
              tx_buffer <= 8'hff;
              state <= cmd_return_state;
            end else begin
              tx_buffer <= command[cmd_count];
              state <= STATE_CLOCK_0;
            end
            cmd_count <= cmd_count + 1;
          end
        STATE_START_SECTOR:
          begin
            if (rx_buffer == 8'hfe) begin
              mem_count  <= 0;
              next_state <= STATE_READ_SECTOR;
            end else begin
              next_state <= STATE_START_SECTOR;
            end
            tx_buffer <= 8'hff;
            state <= STATE_CLOCK_0;
          end
        STATE_READ_SECTOR:
          begin
            memory[mem_count] <= rx_buffer;
            tx_buffer <= 8'hff;
            if (mem_count == 511)
              state <= STATE_FINISH;
            else
              state <= STATE_CLOCK_0;
            mem_count <= mem_count + 1;
          end
        STATE_FINISH:
          begin
            current_page <= { 1'b0, page };
            spi_cs <= 1;
            spi_do <= 0;
            state  <= STATE_IDLE;
          end
      endcase
    end
  end
end
endmodule
```
`/design/flow/run.sh`:
```
#!/bin/bash
# OpenROAD 26Q1-2900-gdf79404cd8, Yosys 0.63+post, stock flow scripts
make -C /OpenROAD-flow-scripts/flow DESIGN_CONFIG=/design/flow/config.mk WORK_HOME=/design/flow/orfs finish
```
`/design/flow/config.mk`:
```
export PLATFORM = sky130hd
export DESIGN_NAME = sd_card
export DESIGN_NICKNAME = sd_card
export VERILOG_FILES = /design/flow/design.v
export SDC_FILE = /design/flow/constraint.sdc
export NUM_CORES = 4
export LEC_CHECK = 1
export CORE_UTILIZATION = 50
```
`/design/flow/constraint.sdc`:
```
current_design sd_card

set clk_period 21.8
set clk_io_pct 0.2

create_clock -name clk0 -period $clk_period [get_ports {clk}]

set non_clock_inputs [all_inputs -no_clocks]
set_input_delay [expr $clk_period * $clk_io_pct] -clock clk0 $non_clock_inputs
set_output_delay [expr $clk_period * $clk_io_pct] -clock clk0 [all_outputs]
```
==> impl_metrics.ini <==
; flow metrics
[pwr]
totalPowerFinal_mw = 16.6
clkPwrFrac_pct = 43.3
p_sw_mw = 3.45
pwr_density_cell_mw_per_mm2 = 89.6
combPwrFrac_pct = 3.9
leakagePower_nw = 58.7
intPower_mw = 13.2
vdd_drop_max_v = 0.0000721
p_sw_share_pct = 20.7
power_frac_seq_pct = 52.8

[clock_network]
numCtsBuffers = 421
post_cts_buffers = 0
clk_pin_slew_ns = 0.06
cts.sinks = 4202
clockBufferDepth = 4
cts_resized = 0
tritoncts = done
htree_levels = 5
ctsHoldBuffers = 0
cts-root-buf = clkbuf_16
clock_latency_ns = 0.98

[routing]
wl_per_cell_um = 32.5
detail-route-antenna-nets = 0
vias = 84800
drc = 0
via_per_inst = 6.25
dr.pass1.iters = 6
drtIter0Drc = 5760
wl_um = 441000

[global_route]
grt_pass1_vias = 91900
grt_start_max_net_pins = 140
grt_pass1_wl_um = 639000
grt_usage_pct = 30.2
grt_overflow = 0
antenna_found_initial = 21

[flow_run]
cap_violations = 0
warning_count = 52

[layout]
area_delta_synth_final_pct = 11.6
layout-drive-gt1-share_pct = 19.6

[die]
std_cell_rows = 211
die_x_um = 579
io_pins = 48
core_area_sq_mm = 0.331
core_util_floorplan_pct = 50.3
die-area_sq_mm = 0.335
die_y_um = 579

[logic_synthesis]
top_cells_by_count = 4167 x edfxtp_1, 729 x mux4_2, 685 x nor2_1, 573 x mux2i_1, 286 x nand2_1
ff_type = edfxtp_1
yosys.area.top_type = edfxtp_1
yosys.cell_types.count = 81
synth.avg_cell_area_sq_um = 19.4
yosysMostFrequentCell = edfxtp_1
netlist.area_leader.share_pct = 75.2
ys_area_sq_mm = 0.166
ys.flops = 4202
synthCells = 8564
ys_seq_share_pct = 75.7
syn_area_sq_mm = 0.166
edf_count = 4167
synth-async-reset-ratio_pct = 0
synthTopCellsByArea = edfxtp_1 75%, mux4_2 9.9%, mux2i_1 3.4%
ys_warn_count = 2
ys_cells = 8564

[setup_path]
worstPathRequired_ns = 22.50
critPathMaxFanout = 72
crit_chain = buf_16 > buf_4 > buf_4 > buf_12 > buf_4 > buf_4 > buf_4 > mux4_2 > o22ai_1 > nand2_1 > nand4_1 > nand4_1 > and3_1
path_buffers = 7
startpoint_type = input port
critPathMaxStageDelay_ns = 0.68
crit_path_frequent_cell = buf_4
critPathTopFamily = buffers and inverters
crit_path_top_delay_cell = buf_4
critPathCaptureType = flop
cp.arrival_ns = 10.78
worstSetupPathType = in -> reg

[outcome]
status = finished, final reports clean

[final_timing]
min_period_ns = 10.07
finalClockPeriodUsage_pct = 46.2
fmax_ghz = 0.0993
worstMarginPinSlew_ns = 1.28
rsz0062_at_grt = false
final-hold-violation-count = 0
slew_headroom_pct = 14.5
setup_tns_ns = 0
clock_skew_ns = 0.0532
drv_slew = 0
setup_viol = 0

[hold_path]
hold_class = reg -> reg

[place]
portBuffers = 47
hpwlAfterDp_um = 275000
gp_congestion = 0.948
kinds of logic (layout without fill, tap and decap cells):
logic type               Yosys count  count (layout)  synth area share, %
flip-flops                      4202            4202                 75.7
AND/OR/NAND/NOR                 1476            1476                 4.04
multiplexers                    1376            1376                 14.1
AND-OR/OR-AND                    878             878                 3.74
buffers and inverters            577            1188                 2.12
XOR/XNOR                          35              35                0.184
adder cells (fa/ha/maj)           20              20                0.150
other                              0              12                    0
worst paths after layout:
path | startpoint | end | slack [ns] | cells past startpoint
setup / recovery | address[0] | data_out[2] | 11.73 | 13
hold / removal | current_page[15] | current_page[15] | 0.47 | 1
setup reg to reg | state[1] | memory[428][6] | 17.23 | 6
hold reg to reg | current_page[15] | current_page[15] | 0.47 | 1
power groups by stage:
| stage | logic [mW] | registers, mW | clock network (mW) |
|---|---|---|---|
| after CTS | 0.655 | 8.77 | 7.30 |
| after global routing | 0.698 | 8.76 | 7.61 |
| final | 0.654 | 8.77 | 7.20 |
per-layer routing:
metal	track usage, %	vias up	share of wire, %	routed length, um
li1	-	35900	-	-
met2	41.5	5042	46	201000
met5	1.42	-	0.18	790
met3	23.1	752	18	79600
met4	7.88	41	3.4	15100
met1	40.7	43100	33	144000
worst reg2reg max path: stages, from the launching register on:
cell     delay, ns
dfxtp_1       0.66
nor2b_1       0.24
nand2_1       0.09
buf_4         0.24
nor2_1        1.01
nand3_1       0.98
nor2_1        0.96
cell type report:
class                      instances  area [sq um]
timing repair buffer             383          3120
sequential                      4202        126000
clock buffer                     496         11000
tap                             4366          5460
multi-input combinational       3785         37200
inverter                          26           110
clock inverter                   283          2770
fill                           24200        145000
antenna                           12          30.0
metrics by stage:
step / cells / area, sq um / hold WS [ns] / setup slack, ns / utilization [%]
3_3_place_gp: 12800 / 172000 / 0.443 / 9.65 / 51.9
6_report: 13600 / 186000 / 0.470 / 11.73 / 56.1
2_1_floorplan: 8564 / 166000 / 0.427 / 13.44 / -
4_1_cts: 13500 / 186000 / 0.474 / 11.82 / 56.1
3_5_place_dp: 12800 / 172000 / 0.450 / 10.82 / 52.0
5_1_grt: 13500 / 186000 / 0.484 / 11.33 / 56.1
registers in the layout (all words and copies together), names as in the netlist, 2 cells and up:
name,flops
memory,4096
command,18
current_page,16
mem_count,9
data_out,8
load_count,8
rx_buffer,8
tx_buffer,8
bit_delay,6
cmd_count,4
init_count,4
state,4
bit_count,3
next_state,3
cmd_return_state,2
cells in the final DEF, fill, tap and decap left out, drive strengths merged, types with 10 or more instances in the layout:
cell type	instances
a2111oi	25
a211o	17
a211oi	67
a21o	16
a21oi	162
a221oi	19
a22oi	18
a32oi	13
and2	38
and3	10
buf	343
bufinv	47
clkbuf	496
clkdlybuf4s50	40
clkinv	212
clkinvlp	15
dfxtp	35
diode	12
edfxtp	4167
ha	20
inv	35
mux2	44
mux2i	573
mux4	759
nand2	286
nand2b	25
nand3	74
nand4	48
nor2	686
nor2b	20
nor3	116
nor4	87
o211ai	19
o21ai	90
o221ai	217
o22ai	164
or3	26
or3b	10
xnor2	11
xor2	24
Power and IR drop assume default switching activity.
